$ cat design.v
module apb_master
  (
   input logic          clk,
   input logic          reset,
   input logic [ 1: 0]  cmd_i,
   output logic         psel_o,
   output logic         penable_o,
   output logic [31: 0] paddr_o,
   output logic         pwrite_o,
   output logic [31: 0] pwdata_o,
   input logic          pready_i,
   output logic [31: 0] prdata_i
   );
typedef enum logic [ 1: 0]
{
 ST_IDLE = 2'b00,
 ST_SETUP = 2'b01,
 ST_ACCESS = 2'b10
 } apb_state_t;
apb_state_t state_next;
apb_state_t state_q;
logic [31: 0] rdata_q;
always_ff @ (posedge clk, posedge reset) begin
  if (reset) begin
    state_q <= ST_IDLE;
  end else begin
    state_q <= state_next;
  end
end
always_comb begin
  state_next = state_q;
  case (state_q)
    ST_IDLE : begin
      if (|cmd_i) begin
        state_next = ST_SETUP;
      end
    end
    ST_SETUP : begin
      state_next = ST_ACCESS;
    end
    ST_ACCESS : begin
      if (pready_i) begin
        state_next = ST_IDLE;
      end
    end
    default : begin
      state_next = state_q;
    end
  endcase  
end  
assign psel_o    = (state_q == ST_SETUP) | (state_q == ST_ACCESS);
assign penable_o = (state_q == ST_ACCESS);
assign pwrite_o  = cmd_i[1];
assign paddr_o   = 32'hdeadcafe;
assign pwdata_o  = rdata_q + 32'h1;
always_ff @ (posedge clk, posedge reset) begin
  if (reset) begin
    rdata_q <= 32'h0;
  end else begin
    rdata_q <= prdata_i;
  end
end
endmodule  
$ cat run.sh
#!/bin/bash
# OpenROAD 26Q1-2900-gdf79404cd8, Yosys 0.63+post, stock flow scripts
make -C /OpenROAD-flow-scripts/flow DESIGN_CONFIG=/design/flow/config.mk WORK_HOME=/design/flow/orfs finish
$ cat config.mk
export PLATFORM = sky130hd
export DESIGN_NAME = apb_master
export DESIGN_NICKNAME = apb_master
export VERILOG_FILES = /design/flow/design.v
export SDC_FILE = /design/flow/constraint.sdc
export NUM_CORES = 4
export LEC_CHECK = 1
export CORE_AREA = 10 10 70 70
export DIE_AREA = 0 0 80 80
$ cat constraint.sdc
current_design apb_master

set clk_period 1.0
set clk_io_pct 0.2

create_clock -name clk0 -period $clk_period [get_ports {clk}]

set non_clock_inputs [all_inputs -no_clocks]
set_input_delay [expr $clk_period * $clk_io_pct] -clock clk0 $non_clock_inputs
set_output_delay [expr $clk_period * $clk_io_pct] -clock clk0 [all_outputs]
==> flow_metrics.py <==
# Physical implementation metrics
metrics = {
    "worst_setup_path": {
        "worst-endpoint-arrival_ns": 0.92,
        "regToRegSetupSlack_ns": -0.01,
        "capture_point_of_the_worst_path": "penable_o",
        "critical_path.reg2reg.startpoint": "state_q[1]",
        "worst-r2r-cell-count": 4,
        "timing.setup.critical_path_class": "flip-flop to output port",
        "setup.worst_path.start_class": "flip-flop",
        "critPathLaunch": "state_q[1]",
        "worst_ep_required_time_ns": 0.80,
        "critPathCaptureType": "output port",
        "crit_path_max_fanout": 2,
        "critical_path.reg2reg.endpoint": "state_q[0]",
    },
    "cts": {
        "clkSinkCount": 3,
        "cts-hold-fix-buffers": 0,
        "clk_transition_reported_paths_ns": 0.03,
        "root_buffer": "sky130_fd_sc_hd__clkbuf_4",
        "tritoncts.num_buffers": 3,
        "htree_num_levels": 1,
        "clock_tree_from_tritoncts": "built",
        "insertion_delay_at_the_late_pin_of_the_worst_skew_pair_ns": 0.23,
        "ctsLongestPathBuffers": 2,
    },
    "status": {
        "failed_checks": "setup timing",
        "run_status": "complete, but fails checks",
    },
    "synth": {
        "netlist-cell-type-count": 10,
        "netlist_area_sq_um": 855,
        "synth.yosys.seq_area_share_pct": 8.93,
        "ys.warnings.count": 33,
        "area_fraction_of_the_dominant_cell_type_after_synthesis_pct": 85.2,
        "largest_area_cell": "sky130_fd_sc_hd__buf_4",
        "synthesis.instances": 109,
        "synth.yosys.chip_area_sq_um": 855,
        "synth.top_cells.by_area": "sky130_fd_sc_hd__buf_4 85%, sky130_fd_sc_hd__dfrtp_1 5.9%, sky130_fd_sc_hd__dfstp_2 3.1%, sky130_fd_sc_hd__a22o_1 1.0%, sky130_fd_sc_hd__a21o_1 0.88%",
        "synth_flops": 3,
        "syn-mean-instance-area_sq_um": 7.84,
        "synth-cells-yosys": 109,
    },
    "layout": {
        "largest_register_ffs": 3,
        "flop_area_sq_um": 76.3,
        "synthToLayoutAreaGrowth_pct": -20.9,
        "top_register": "state_q",
        "layout_cells_sized_above_1_pct": 10.6,
        "layout.filler_cells": 400,
        "final_cells": 169,
        "mostFrequentLayoutCell": "sky130_fd_sc_hd__conb_1",
        "layout_top_cells": "96 x sky130_fd_sc_hd__conb_1, 5 x sky130_fd_sc_hd__buf_4, 3 x sky130_fd_sc_hd__clkbuf_4, 3 x sky130_fd_sc_hd__clkdlybuf4s50_1",
        "final-comb-area_sq_um": 395,
        "reg.largest.list": "state_q (3)",
    },
    "timing": {
        "finalClockPeriodUsage_pct": 112,
        "shortest_period_the_worst_path_allows_ns": 1.12,
        "final.setup.worst_slack_ns": -0.121,
        "timing_hold_violations_final": 0,
        "rsz0062_at_grt": "yes",
        "fin_worst_skew_ns": 0.00275,
        "timing.final.setup_violations": 4,
        "clock.fmax_ghz": 0.892,
        "timing.final.max_slew_violations": 0,
    },
    "worst_hold_path": {
        "min_path_type": "input pin to async pin",
    },
    "die": {
        "die_y_um": 80,
        "fp_util_pct": 25.0,
        "die.size.x_um": 80,
        "design.die.area_sq_um": 6400,
        "row_count": 21,
        "io-pin-count": 104,
        "core_area_sq_um": 3420,
    },
    "detailed_routing": {
        "drtAntennaViolNets": 0,
        "routed_wl_mm": 1.57,
        "drt_first_pass_iters": 1,
        "route.detailed.vias_per_inst": 2.21,
        "drcViolationCount": 0,
        "antennaDiodeCount": 0,
        "drt_iter0_drc": 0,
        "wire_per_inst_um": 9.30,
        "dr_total_vias": 373,
    },
    "flow_run": {
        "timing.max_cap.violations": 0,
        "stage_log_warnings": 27,
    },
    "place": {
        "numPortBuffers": 7,
        "dp_cells": 162,
        "gp_congestion": 0.640,
        "dp.final_hpwl_mm": 1.47,
    },
    "power_and_ir_drop": {
        "power_per_cell_area_nw_per_um2": 565,
        "power_frac_seq_pct": 32.0,
        "design_power_total_mw": 0.382,
        "internal_power_contribution_mw": 0.290,
        "static-leakage-power_nw": 0.466,
        "power.ir.vdd_worst_v": 0.000154,
        "sw_share_pct": 24.2,
        "clkPwrFrac_pct": 54.8,
        "share_comb_of_total_power_pct": 13.2,
        "net-switching-power_mw": 0.0924,
    },
    "global_route": {
        "first_pass_grt_wire_length_mm": 1.99,
        "grt_util_all_layers_pct": 3.54,
        "grt_overflow_total": 0,
        "antenna_found_initial": 0,
        "first_global_vias": 452,
        "grt_start_max_net_pins": 4,
    },
}
critical path, cell delays in order (launching register included):
cell                      delay, ns
sky130_fd_sc_hd__dfrtp_1       0.36
sky130_fd_sc_hd__buf_4         0.13
sky130_fd_sc_hd__buf_6         0.10
sky130_fd_sc_hd__buf_6         0.09
cell type report:
cell class / instances / area share [%]
repair buffers: 13 / 16.7
flip-flops and latches: 3 / 11.3
inverters: 2 / 1.11
multi-input cells: 101 / 58.5
well taps: 46 / 8.52
clock buffers: 4 / 3.89
cells in the mapped netlist, drive strengths merged:
cell type and count:
dfstp 1, inv 2, dfrtp 2, conb 2
or2 1, buf 97, a21o 1, nor2 1
a22o 1, nor2b 1
routing by layer:
metal | vias to the layer above | share of wire (%) | global-route usage, %
li1 | 161 | - | -
met1 | 159 | 30 | 2.99
met2 | 51 | 54 | 6.98
met3 | 2 | 15 | 1.82
met4 | 0 | 0.64 | 0.880
met5 | - | 0 | 0
cell families (layout without fill, tap and decap cells):
family | Yosys count | count (layout) | share of synthesized area (%)
buf+inv | 99 | 19 | 86.1
simple gates | 3 | 3 | 2.20
other cells | 2 | 96 | 0.879
compound gates | 2 | 2 | 1.90
flops | 3 | 3 | 8.93
power by group through the flow:
stage	registers [mW]	clock network, mW	logic (mW)
after CTS	0.122	0.221	0.0610
after global routing	0.122	0.224	0.0749
final	0.122	0.209	0.0503
metrics by stage:
stage	area, sq um	utilization (%)	setup TNS [ns]	worst slack, ns	hold slack (ns)
6_report	676	19.8	-0.246	-0.121	0.145
3_5_place_dp	629	18.4	-0.719	-0.347	0.374
5_1_grt	676	19.8	-0.385	-0.168	0.161
3_3_place_gp	629	18.4	-0.683	-0.342	0.380
4_1_cts	661	19.3	-0.152	-0.128	0.134
2_1_floorplan	1210	-	0	0.247	-0.0471
what timing repair did:
| action | 4_1_cts | 5_1_grt |
|---|---|---|
| setup buffers | 1 | 2 |
| setup endpoints to repair | 3 | 2 |
| resized | 10 | 0 |
| pin swaps | 1 | 1 |
worst min-delay path by stage:
stage | start | to | slack, ns | cells past startpoint
after global routing | reset | state_q[2] | 0.16 | 2
final | reset | state_q[1] | 0.14 | 2
after CTS | reset | state_q[1] | 0.13 | 2
Power figures rest on the tool's default switching activity, not on a simulated workload.
