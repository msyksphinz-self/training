==> flow/design.v <==
module mux
  (
   input logic [ 3: 0] a_i,
   input logic [ 3: 0] sel_i,
   output logic y_ter_o,
   output logic y_case_o,
   output logic y_ifelse_o,
   output logic y_loop_o,
   output logic y_aor_o
   );
assign y_ter_o = sel_i[0] ? a_i[0] :
                 sel_i[1] ? a_i[1] :
                 sel_i[2] ? a_i[2] :
                 a_i[3];
always_comb begin
  case (sel_i)
    4'b0001 : y_case_o = a_i[0];
    4'b0010 : y_case_o = a_i[1];
    4'b0100 : y_case_o = a_i[2];
    4'b1000 : y_case_o = a_i[3];
    default : y_case_o = 1'bx;
  endcase  
end
always_comb begin
  if      (sel_i[0]) begin y_ifelse_o = a_i[0]; end
  else if (sel_i[1]) begin y_ifelse_o = a_i[1]; end
  else if (sel_i[2]) begin y_ifelse_o = a_i[2]; end
  else if (sel_i[3]) begin y_ifelse_o = a_i[3]; end
  else               begin y_ifelse_o = 1'bx;   end
end
always_comb begin
  y_loop_o = 'h0;
  for (int i = 0; i < 4; i++) begin
    y_loop_o = (sel_i[i] & a_i[1]) | y_loop_o;
  end
end
assign y_aor_o = (sel_i[0] & a_i[0]) |
                 (sel_i[1] & a_i[1]) |
                 (sel_i[2] & a_i[2]) |
                 (sel_i[3] & a_i[3]) |
                 1'b0;
endmodule  
==> flow/run.sh <==
#!/bin/bash
# OpenROAD 26Q1-2900-gdf79404cd8, Yosys 0.63+post, stock flow scripts
make -C /OpenROAD-flow-scripts/flow DESIGN_CONFIG=/design/flow/config.mk WORK_HOME=/design/flow/orfs finish
==> flow/config.mk <==
export PLATFORM = sky130hd
export DESIGN_NAME = mux
export DESIGN_NICKNAME = mux
export VERILOG_FILES = /design/flow/design.v
export SDC_FILE = /design/flow/constraint.sdc
export NUM_CORES = 4
export LEC_CHECK = 1
export CORE_AREA = 10 10 70 70
export DIE_AREA = 0 0 80 80
==> flow/constraint.sdc <==
current_design mux

set clk_period 1.4
set clk_io_pct 0.2

create_clock -name clk0 -period $clk_period

set non_clock_inputs [all_inputs -no_clocks]
set_input_delay [expr $clk_period * $clk_io_pct] -clock clk0 $non_clock_inputs
set_output_delay [expr $clk_period * $clk_io_pct] -clock clk0 [all_outputs]
==> impl_metrics.py <==
# Metrics from the implementation run
metrics = {
    "floorplan": {
        "core_area_um2": 3420,
        "rows": 21,
        "boundaryPins": 13,
        "fp-utilization_pct": 4.43,
        "fp.dieW_um": 80,
        "die_y_um": 80,
        "chip_area_um2": 6400,
    },
    "route": {
        "wl_um": 723,
        "wl_per_cell_um": 9.15,
        "dr.pass1.iters": 4,
        "dr.first_iter.drc_count": 13,
        "drcViolationCount": 0,
        "antenna_cells": 0,
        "drtAntennaViolNets": 0,
        "num_vias": 200,
        "viasPerCell": 2.53,
    },
    "cells_and_area": {
        "lay_top_count": "buf_4",
        "flop_area_um2": 0,
        "fin_util_pct": 9.85,
        "syn_to_final_growth_pct": 122,
        "design.seq.count": 0,
        "final_area_um2": 337,
        "nClkBuffers": 0,
        "drive_gt1_share_pct": 63.6,
        "most-common-layout-cells": "buf_4 (5), nand2_2 (3), clkbuf_2 (3), buf_2 (3)",
    },
    "critical_path": {
        "startpoint": "sel_i[0]",
        "path_depth": 3,
        "critPathCapture": "y_loop_o",
        "worstPathArrival_ps": 1100,
        "cp_top_family": "AND-OR/OR-AND gates",
        "worstPathRequired_ps": 1120,
        "path_buffers": 2,
        "endpoint_kind": "primary output",
        "startpoint_type": "input pin",
        "slowest_delay_ps": 490,
        "cp_cell_sequence": "buf_2 > o41a_2 > clkdlybuf4s15_1",
        "crit_type": "input pin to primary output",
        "crit_path_top_delay_cell": "o41a_2",
        "crit_path_max_fanout": 4,
    },
    "final_timing": {
        "worstMarginPinSlew_ps": 148,
        "fin_crit_sh_pct": 98.2,
        "hold_ws_ps": 855,
        "maxSlewViolCount": 0,
        "timing.fmax_mhz": 727,
        "fin_crit_ps": 1380,
        "maxSlewHeadroom_pct": 89.9,
        "hold_viol": 0,
        "setup_viol": 0,
    },
    "logic_synthesis": {
        "yosys_warnings": 1,
        "syn_avg_cell_area_um2": 7.97,
        "yosys-stat-area_um2": 151,
        "netlist_area_um2": 151,
        "yosysTopAreaCell": "nand4bb_2",
        "area_leaders": "nand4bb_2 (11%), buf_4 (9.9%), o21a_1 (9.9%)",
        "yosysSeqAreaShare_pct": 0,
        "netlist_instances": 19,
        "synth_cell_type_count": 14,
        "ys_cells": 19,
        "top_cell_area_share_pct": 10.7,
    },
    "worst_hold_path": {
        "min_path_type": "input pin to primary output",
    },
    "outcome": {
        "status": "finished, final reports clean",
    },
    "power": {
        "power_density_nw_per_um2": 263,
        "seq_power_share_pct": 0,
        "internal-power_w": 0.0000505,
        "pwr-share-comb_pct": 100.0,
        "peakVddDrop_uv": 60.5,
        "power_leakage_nw": 0.123,
        "p_switching_w": 0.0000379,
        "swShare_pct": 42.9,
        "pwr-share-clk_pct": 0,
    },
    "run": {
        "cap_violations": 0,
        "warnings": 33,
    },
    "global_routing": {
        "grt_max_degree": 9,
        "grt_pass1_vias": 218,
        "gr-max-usage-layer": "met1",
        "track_usage_pct": 2.15,
        "grt_remaining_overflow": 0,
        "grtUsageMet2_pct": 2.01,
        "gr-usage-met3_pct": 2.16,
        "grt_antenna_before_repair": 0,
        "grt_pass1_wl_um": 1100,
        "use_met1_pct": 3.23,
    },
    "place": {
        "dpl_cell_area_um2": 347,
        "dp_hpwl_um": 595,
        "globalplace.congestion": 0.782,
        "portBuffers": 13,
    },
    "clock_tree": {
        "postCtsSetupRepairBufs": 0,
        "cts_hold_buf": 0,
    },
}
==> power groups by stage <==
stage                 logic [W]  registers (W)  clock network [W]
final                 0.0000884              0                  0
after global routing   0.000100              0                  0
after CTS             0.0000822              0                  0
==> Yosys cell counts, drive strengths merged <==
library cell,instances
buf,2
inv,1
mux2i,1
nand2,4
nand4,1
nand4bb,2
o21a,2
o21ai,2
o221ai,1
o311a,1
o41a,1
xor2,1
==> kinds of logic after synthesis <==
logic type,after synthesis,synth area share (%)
compound gates,7,41.3
simple gates,7,33.9
buf+inv,3,12.4
xor+xnor,1,5.79
mux,1,6.61
==> per-layer routing <==
metal / share of wire [%] / wire [um]
met5: 0 / 0
met4: 0 / 0
met3: 22 / 160
met2: 22 / 159
met1: 56 / 403
==> worst min-delay path by stage <==
stage	start	to	slack, ps	cells after the start
6_report	sel_i[0]	y_ter_o	860	3
5_1_grt	sel_i[0]	y_ifelse_o	880	3
4_1_cts	sel_i[0]	y_case_o	930	4
==> area by class of cell <==
cell class | count | area, um2
tap | 46 | 57.6
timing repair buffer | 16 | 119
inverter | 1 | 3.75
fill | 406 | 3080
multi-input combinational | 16 | 156
==> per-stage QoR <==
stage	setup slack, ps	setup TNS, ps	cells	total power [W]
floorplan	202	0	19	0.0000329
global placement	-765	-3510	79	0.0000935
detailed placement	-823	-3710	79	0.0000949
CTS	-3.41	-3.41	79	0.0000822
global route	-9.52	-9.52	79	0.000100
finish	24.8	0	79	0.0000884
==> timing repair <==
item | CTS | global route
endpoints found under the setup margin | 5 | 4
pin swaps | 5 | 4
gates resized | 39 | 12
endpoints found under the hold margin | 0 | 0
Power is estimated from default activity; no workload was simulated.
