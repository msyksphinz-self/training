`design/flow/design.v`:
```
module alu
  (
   input logic [ 7: 0] a_i,
   input logic [ 7: 0] b_i,
   input logic [ 2: 0] op_i,
   output logic [ 7: 0] alu_o
   );
typedef enum logic [ 2: 0]
{
 OP_ADD = 3'b000,
 OP_SUB = 3'b001,
 OP_SLL = 3'b010,
 OP_LSR = 3'b011,
 OP_AND = 3'b100,
 OP_OR  = 3'b101,
 OP_XOR = 3'b110,
 OP_EQL = 3'b111
} op_t;
logic        carry;
always_comb begin
  carry = 1'b0;
  case (op_i)
    OP_ADD : {carry, alu_o} = {1'b0, a_i} + {1'b0, b_i};
    OP_SUB : alu_o = a_i - b_i;
    OP_SLL : alu_o = a_i[ 7: 0] << b_i[ 2: 0];
    OP_LSR : alu_o = a_i[ 7: 0] >> b_i[ 2: 0];
    OP_AND : alu_o = a_i[ 7: 0] &  b_i[ 7: 0];
    OP_OR  : alu_o = a_i | b_i;
    OP_XOR : alu_o = a_i ^ b_i;
    OP_EQL : alu_o = {7'h0, a_i == b_i};
    default : alu_o = 'h0;
  endcase  
end  
endmodule  
```
`design/flow/run.sh`:
```
#!/bin/bash
# OpenROAD 26Q1-2900-gdf79404cd8, Yosys 0.63+post, stock flow scripts
make -C /OpenROAD-flow-scripts/flow DESIGN_CONFIG=/design/flow/config.mk WORK_HOME=/design/flow/orfs finish
```
`design/flow/config.mk`:
```
export PLATFORM = sky130hd
export DESIGN_NAME = alu
export DESIGN_NICKNAME = alu
export VERILOG_FILES = /design/flow/design.v
export SDC_FILE = /design/flow/constraint.sdc
export NUM_CORES = 4
export LEC_CHECK = 1
export CORE_AREA = 10 10 99 99
export DIE_AREA = 0 0 109 109
```
`design/flow/constraint.sdc`:
```
current_design alu

set clk_period 3.3
set clk_io_pct 0.2

create_clock -name clk0 -period $clk_period

set non_clock_inputs [all_inputs -no_clocks]
set_input_delay [expr $clk_period * $clk_io_pct] -clock clk0 $non_clock_inputs
set_output_delay [expr $clk_period * $clk_io_pct] -clock clk0 [all_outputs]
```
==> flow_summary.json <==
{
  "flops": 0,
  "vias": 1989,
  "fp-row-count": 32,
  "min_period_over_period": 0.977,
  "hp-class": "input pin to output pin",
  "cpMaxStageDelayCell": "o31a_1",
  "layout_top_cell": "buf_4",
  "yosys_area_um2": 1660,
  "max_stage_delay_ps": 260,
  "diodes": 0,
  "gp_congestion": 0.898,
  "grt_pass1_vias": 2022,
  "via_per_inst": 4.71,
  "power.density_nw_per_um2": 148,
  "synth.avg_cell_area_um2": 7.55,
  "p_total_mw": 0.427,
  "flop_area_um2": 0,
  "syn_inst": 220,
  "setup_violations": 0,
  "min_from": "op_i[0]",
  "dp_hpwl_um": 4890,
  "pin_count": 27,
  "overflow": 0,
  "fin_setup_tns_ps": 0,
  "yosys_cells": 220,
  "instances_no_fill": 422,
  "synth.distinct_cells": 54,
  "hold_viol_final": 0,
  "die_w_um": 109,
  "finalMaxSlewViolations": 0,
  "grt_pass1_wl_um": 10000,
  "io_buffers": 27,
  "critical_path_required_ps": 2640,
  "fmax_mhz": 310,
  "grt_util_all_layers": 0.103,
  "crit_buf_inv": 5,
  "die_area_um2": 11900,
  "crit_path_start_kind": "input pin",
  "arrival_ps": 2560,
  "crit_family": "simple AND/OR/NAND/NOR gates",
  "cp_max_fo": 4,
  "area_growth_pct": 73.4,
  "drive_above_1_share": 0.503,
  "slew-limit-headroom": 0.742,
  "drt-initial-drc-count": 108,
  "synth_area_um2": 1660,
  "clock_buffers": 0,
  "mi_logic_area_um2": 1720,
  "maxCapViolations": 0,
  "drc": 0,
  "rsz0062_at_grt": "no",
  "period_minus_slack_ps": 3220,
  "worst_pin_slew_ps": 383,
  "ys_warn_count": 1,
  "core-area_um2": 7730,
  "endpoint_kind": "output pin",
  "wirelength_um": 6030,
  "placed_cells": 409,
  "drt.antenna.violating_nets": 0,
  "fp.dieH_um": 109,
  "ir_drop_mv": 0.0679,
  "dr.pass1.iters": 4,
  "core_util_floorplan": 0.215,
  "warnings": 48,
  "yosys.stat.seqShare": 0,
  "grt_max_degree": 21,
  "routedWlPerCell_um": 14.3,
  "run_status": "finished, final reports clean",
  "setup.worst_path.class": "input pin to output pin",
  "worstSetupStartpoint": "a_i[0]",
  "antenna_found_initial": 0,
  "crit_path_cell_trace": "buf_2, inv_2, ha_4, inv_2, fa_2, nor2b_4, o21ai_2, nor2b_4, buf_4, o31a_1, and4_1, nor3_2, buf_2",
  "p_leak_nw": 1.36,
  "fillCellCount": 767,
  "layout_top_cells": "buf_4, nor2_1, inv_2"
}
## cell usage after synthesis (3+ instances only)
cell type / number / area [µm²]
nand2b_1: 4 / 25.0
mux2i_1: 13 / 130
ha_1: 24 / 300
o21ai_0: 14 / 70.1
nand3_1: 3 / 15.0
nor2_1: 19 / 71.3
mux4_2: 4 / 90.1
a211oi_1: 3 / 22.5
and4_1: 3 / 26.3
nand2_1: 8 / 30.0
buf_2: 7 / 35.0
a21oi_1: 14 / 70.1
inv_1: 25 / 93.8
a22oi_1: 7 / 52.6
nor2b_1: 6 / 37.5
a31oi_1: 5 / 31.3
clkbuf_1: 5 / 18.8
xor2_1: 4 / 35.0
nor3_1: 5 / 25.0
## logic make-up (layout without fill, tap and decap cells)
family	count (synthesis)	in the layout	share of synthesized area
adders and majority gates	26	26	0.205
AOI/OAI and AO/OA	64	64	0.279
and+or+nand+nor	64	64	0.209
xor gates and xnor gates	6	6	0.0316
muxes	19	19	0.164
buffers and inverters	41	141	0.111
## worst min-delay path, delay by kind of cell
kind | cells | cell delay [ps]
AOI/OAI and AO/OA | 1 | 110
buffers and inverters | 2 | 380
## report_power, final
part | internal, mW | switching [mW] | leakage (nW)
registers | 0 | 0 | 0
logic | 0.232 | 0.195 | 1.36
clock network | 0 | 0 | 0
total | 0.232 | 0.195 | 1.36
## per-stage QoR
stage           util  instance area, µm²  hold slack, ps  setup WS (ps)
2_1_floorplan      -                1660            1590           48.4
3_3_place_gp   0.329                2540            2370           -738
3_5_place_dp   0.329                2540            2360           -759
4_1_cts        0.364                2820            1800           1.50
5_1_grt        0.373                2880            1840           9.64
6_report       0.373                2880            1810           76.6
## cell type report
type,count,share of cell area
Multi-Input combinational cell,179,0.598
Inverter,25,0.0326
Tap cell,102,0.0443
Timing Repair Buffer,116,0.325
## worst paths after layout
| kind | end | slack, ps | cells after the start |
|---|---|---|---|
| max | alu_o[6] | 80 | 13 |
| min | alu_o[7] | 1810 | 3 |
## metal layers
| metal | vias to the layer above | wire (µm) | global-route usage |
|---|---|---|---|
| li1 | 1011 | - | - |
| met2 | 61 | 2830 | 0.174 |
| met4 | 0 | 0 | 0 |
| met1 | 917 | 2850 | 0.144 |
| met5 | - | 0 | 0 |
| met3 | 0 | 357 | 0.0161 |
## what timing repair did
item | CTS | global route
setup endpoints to repair | 8 | 7
pin swaps | 23 | 11
resized | 109 | 20
hold buffers | 0 | 0
hold endpoints to repair | 0 | 0
buffers inserted | 10 | 3
Power and IR drop assume default switching activity.
